### design/flow/config.mk
export PLATFORM = sky130hd
export DESIGN_NAME = buffer_r
export DESIGN_NICKNAME = buffer_r
export VERILOG_FILES = /design/flow/design.v
export SDC_FILE = /design/flow/constraint.sdc
export NUM_CORES = 4
export LEC_CHECK = 1
export CORE_UTILIZATION = 40
### design/flow/constraint.sdc
current_design buffer_r

set clk_period 3.8
set clk_io_pct 0.2

create_clock -name clk0 -period $clk_period [get_ports {Clk}]

set non_clock_inputs [all_inputs -no_clocks]
set_input_delay [expr $clk_period * $clk_io_pct] -clock clk0 $non_clock_inputs
set_output_delay [expr $clk_period * $clk_io_pct] -clock clk0 [all_outputs]
### design/flow/design.v
`timescale 1ns / 1ps
`timescale 1ns / 1ps
module buffer_r
    (Clk, dataIn, RD, WR, rpaddr, dataOut, Rst, EMPTY);
    input Clk, RD, WR, Rst;
    input [1 : 0] rpaddr;
    output EMPTY;
    input [8 - 1 : 0] dataIn;
    output reg [8 - 1 : 0] dataOut;
    assign EMPTY = (!WR) ? 1'b1 : 1'b0;  
    reg [8 - 1 : 0] mem[3 : 0];
    always @(posedge Clk)
    begin
        if (!Rst)
        begin
            if (WR && !RD)
                mem[rpaddr] = dataIn;  
            else if (RD && !WR)
                dataOut = mem[rpaddr];  
            else
                dataOut = 8'b0;
        end
    end
endmodule
### design/flow/run.sh
#!/bin/bash
# OpenROAD 26Q1-2900-gdf79404cd8, Yosys 0.63+post, stock flow scripts
make -C /OpenROAD-flow-scripts/flow DESIGN_CONFIG=/design/flow/config.mk WORK_HOME=/design/flow/orfs finish
==> notes.md <==
The following summarizes the physical implementation.

Status
The run finished with clean final reports.

Pwr
IR analysis of the VDD net gives a maximum drop of 0.384 mV. Of the total power, the share spent switching nets is 0.160. The clock share of power is 0.458. The net switching component of the power is between 0.15 and 0.2 mW. The internal power of the cells totals roughly 0.85 mW. The share of total power dissipated in combinational logic is 0.051. Per the summary, power density relative to cell area is between 500 and 600 nW/um^2.

The total design power is around 1.0 mW. Of the total power, registers draw 0.491. The leakage power in the latest report is around 0.7 nW.

Detailed routing
The number of nets with antenna violations after routing is 0. The number of iterations in the first detailed-routing pass is 4. For this run, the detailed router reports a per-instance via density of about 5. The routed design has 2300 microns of wire.

The average wire length per cell after detail routing is 14.9 microns. The antenna diode count is 0. The detailed router placed around 770 vias in this run. The violation tally recorded at the end of detailed-routing iteration 0 is 18.

The number of design rule violations left after detail routing is 0.

Synth
Looking at area per cell type in the netlist, the leader is sky130_fd_sc_hd__edfxtp_1. The synthesized cell area is ~1500 sq um. The sequential cell area fraction in the yosys report is 0.789. The synthesized area divided by synthesized cell count is between 15 and 20 sq um. The chip area line of the yosys report is 1520 sq um. The synthesis-stage register bit count is around 40.

In this run, distinct cell masters in the synthesized netlist total 14. The area fraction of the largest cell type after synthesis is 0.789. By area the synthesized netlist is led by sky130_fd_sc_hd__edfxtp_1 (79%), sky130_fd_sc_hd__mux2i_1 (11%), sky130_fd_sc_hd__o22ai_1 (3.3%). Yosys printed 2 warnings. The synthesized instance count is just under 80. The number of standard cells reported by yosys is a little under 80.

Final timing
The total count of max-transition violations in the final report is 0. Per the final timing report, the hold violations number 0. The final timing report gives a worst setup slack of 1.25 ns. In the finished design, the share of the clock period the worst path needs comes to 0.670. The final worst clock skew is roughly 0.0064 ns. Setup repair after global routing left no endpoint under its margin.

The number of failing setup endpoints in the final timing report is 0. The routed design could run at a clock period as short as roughly 2.5 ns. Based on the critical path, the design can be clocked at up to about 400 MHz. The post-route setup TNS is 0 ns. The worst slew margin relative to its limit is 0.521. The slew at the pin with the worst max-slew slack is 0.717 ns.

GRT
The via count of the first global-routing pass is approximately 760. The total global routing overflow is 0. The global-route usage over all layers is 0.138.

Entering global routing, the biggest net connects 14 pins. The initial antenna violation count is 0. The global-route wire length before repair is 3690 microns.

Run
The run reported a max-capacitance violation count of 0. In this run the tools logged warnings totalling 25.

Placed design
The cell area after placement is 1780 sq um. The port buffer count is 22. The estimated wirelength of the detail-placed design is about 1500 microns.

RePlAce ended its routability-driven mode at a weighted congestion of between 0.7 and 0.8. The setup slack at placement is ~1.2 ns.

Floorplan
The initial standard-cell utilization of the core is 0.416. In this run the core area contains 22 standard-cell rows. The core footprint is 3660 sq um. The die extent in x is between 60 and 70 microns.

The chip occupies approximately 4000 sq um. 23 I/O pins were placed. The die is roughly 64 microns tall.

Cells and area
The fraction of layout instances using a drive strength above 1 is 0.103. Relative to the synthesized area, the layout overhead comes to 27.6%. The post-layout instance area is ~1900 sq um.

Clocking
The number of gates resized after CTS was 0. The tree is rooted in a sky130_fd_sc_hd__clkbuf_8. Per the skew report, the later register of the worst-skew pair sees a clock latency of around 0.28 ns. TritonCTS built the clock tree. In this run the deepest clock path goes through 2 buffers. The clock sink count is 40.

The number of hold-repair buffers added at the cts stage is 0. Clock-pin slew was measured on the worst setup and hold paths at 0.08 ns. The post-CTS repair timing setup buffer count is 0. Clock tree synthesis inserted a total of 5 buffers.

Looking at the clock tree report, the H-tree level count equals 2.

Critical path
The critical path start-end classification is in2out. Data on the critical path is required at its endpoint by between 3 and 4 ns. Data on the critical path arrives at its endpoint at 1.79 ns. The kind of end point of the critical path is an output port. The startpoint type of the worst setup path is a primary input. For reference, the critical path cell chain is clkdlybuf4s50_1 > inv_1 > clkdlybuf4s50_1. Per STA, the highest per-stage delay on the worst path measures between 0.4 and 0.5 ns. The critical path's top delay family is buffers and inverters. The biggest fanout along the worst timing path is 6.

The sum of buffers and inverters on the critical path is 3. The cell with the largest stage delay on the worst path is sky130_fd_sc_hd__clkdlybuf4s50_1. The cell seen most often among critical-path stages is sky130_fd_sc_hd__clkdlybuf4s50_1.

Worst hold path
The kind of path behind the tightest hold check is reg2reg.
[sequential cells by signal, indices dropped and copies added, names as in the netlist]
name and cells:
mem 32, dataOut 8
[cell families (layout without fill, tap and decap cells)]
family          count (synthesis)  count (layout)  synth area share
flops                          40              40             0.789
buf+inv                         5              34            0.0271
compound gates                  9               9            0.0362
mux                            16              16             0.105
simple gates                    8               8            0.0420
[stage by stage]
stage	std cells	hold slack [ns]	utilization
after global routing	155	0.650	0.530
after CTS	155	0.637	0.530
after detailed placement	147	0.610	0.487
final	155	0.623	0.530
after floorplan	78	0.563	-
after global placement	147	0.579	0.487
[worst min-delay path, stage by stage (launching register included)]
cell and delay [ns]:
sky130_fd_sc_hd__edfxtp_1 0.33, sky130_fd_sc_hd__mux2i_1 0.06, sky130_fd_sc_hd__o22ai_1 0.11
[power by group through the flow]
stage	Clock, mW	Combinational (mW)	Sequential [mW]
CTS	0.474	0.0530	0.499
global route	0.497	0.0569	0.500
finish	0.466	0.0523	0.499
[cell usage in the layout, fill, tap and decap left out]
master and instances:
sky130_fd_sc_hd__clkbuf_8 5, sky130_fd_sc_hd__edfxtp_1 40, sky130_fd_sc_hd__and3b_1 1, sky130_fd_sc_hd__inv_1 2, sky130_fd_sc_hd__nor2b_1 1, sky130_fd_sc_hd__buf_4 2, sky130_fd_sc_hd__nand3b_2 1, sky130_fd_sc_hd__or3b_1 1
sky130_fd_sc_hd__and2_1 1, sky130_fd_sc_hd__nor3b_1 1, sky130_fd_sc_hd__mux2i_1 16, sky130_fd_sc_hd__bufinv_16 3, sky130_fd_sc_hd__o22ai_1 8, sky130_fd_sc_hd__clkdlybuf4s50_1 22, sky130_fd_sc_hd__a21oi_1 1, sky130_fd_sc_hd__and3_1 1
sky130_fd_sc_hd__nor4b_1 1
[layout make-up]
cell class | instances | area, sq um
Clock buffer | 5 | 68.8
Clock inverter | 3 | 90.1
Fill cell | 293 | 1720
Inverter | 2 | 7.51
Multi-Input combinational cell | 33 | 279
Sequential cell | 40 | 1200
Tap cell | 48 | 60.1
Timing Repair Buffer | 24 | 235
[metal layers]
layer / GRT usage / share of wire / vias to the layer above
met3: 0.0790 / 0.097 / 2
li1: - / - / 367
met1: 0.186 / 0.38 / 364
met5: 0 / 0 / -
met4: 0.0199 / 0.0087 / 0
met2: 0.211 / 0.52 / 33
[synthesized netlist by cell type]
master / n
sky130_fd_sc_hd__and2_1: 1
sky130_fd_sc_hd__edfxtp_1: 40
sky130_fd_sc_hd__nor2b_1: 1
sky130_fd_sc_hd__a21oi_1: 1
sky130_fd_sc_hd__nor3b_1: 1
sky130_fd_sc_hd__mux2i_1: 16
sky130_fd_sc_hd__inv_1: 2
sky130_fd_sc_hd__o22ai_1: 8
sky130_fd_sc_hd__nand3b_2: 1
sky130_fd_sc_hd__and3b_1: 1
sky130_fd_sc_hd__or3b_1: 1
sky130_fd_sc_hd__buf_6: 3
sky130_fd_sc_hd__and3_1: 1
sky130_fd_sc_hd__nor4b_1: 1
[worst paths after layout]
check	start	end	cells after the start	slack, ns
worst max-delay path	WR	EMPTY	3	1.25
worst min-delay path	mem[2][6]	dataOut[6]	2	0.62
worst max register to register	mem[3][1]	dataOut[1]	2	2.91
worst min register to register	mem[2][6]	dataOut[6]	2	0.62
Power figures rest on the tool's default switching activity, not on a simulated workload.
