==> design/flow/run.sh <==
#!/bin/bash
# OpenROAD 26Q1-2900-gdf79404cd8, Yosys 0.63+post, stock flow scripts
make -C /OpenROAD-flow-scripts/flow DESIGN_CONFIG=/design/flow/config.mk WORK_HOME=/design/flow/orfs finish
==> design/flow/config.mk <==
export PLATFORM = sky130hd
export DESIGN_NAME = buffer_t
export DESIGN_NICKNAME = buffer_t
export VERILOG_FILES = /design/flow/design.v
export SDC_FILE = /design/flow/constraint.sdc
export NUM_CORES = 4
export LEC_CHECK = 1
export CORE_AREA = 10 10 103 103
export DIE_AREA = 0 0 113 113
==> design/flow/constraint.sdc <==
current_design buffer_t

set clk_period 2.0
set clk_io_pct 0.2

create_clock -name clk0 -period $clk_period [get_ports {tClk}]

set non_clock_inputs [all_inputs -no_clocks]
set_input_delay [expr $clk_period * $clk_io_pct] -clock clk0 $non_clock_inputs
set_output_delay [expr $clk_period * $clk_io_pct] -clock clk0 [all_outputs]
==> design/flow/design.v <==
`timescale 1ns / 1ps   
`timescale 1ns/1ps
module buffer_t( tClk, tdataIn, tRD, tWR, tpaddr, tdataOut, tRst, tEMPTY, ttxrdy);  
 input tClk, tRD, tWR, tRst;   
 input [1:0] tpaddr;   
 output tEMPTY, ttxrdy;   
 input [8-1:0] tdataIn;   
 output reg [8-1:0] tdataOut;   
 assign tEMPTY = (!tWR && tRD) ? 1'b0 : 1'b1;  
 assign ttxrdy = (!tRst) ? 1'b0 : 1'b1;  
 reg [8-1:0] mem[3:0];  
 always @(posedge tClk)   
 begin
    if (tRst) begin   
        if (tWR && !tRD) begin   
            mem[tpaddr] = tdataIn;   
        end
        else if (tRD) begin   
            tdataOut = mem[tpaddr];   
        end
        else;   
    end
 end
endmodule
==> reports/qor.yml <==
ys_warn_count: 2
p_leak_nw: 0.616
final_common_cell: "edfxtp_1"
worst_pin_slew_ns: 0.415
worstRegToRegCells: 1
dpl_cell_area_mm2: 0.00188
crit_path_end: "tEMPTY"
first_iter_violations: 44
grtUsageTotal: 0.0409
totalPowerFinal_mw: 1.53
layout_top_cells: "edfxtp_1 (40), clkdlybuf4s50_1 (23), buf_4 (7)"
area_growth_pct: 33.5
grt_start_max_net_pins: 13
crit_start: "tWR"
place_inst: 191
cp_max_fo: 2
cts_resized: 0
finalMaxSlewViolations: 0
yosys_cells: 58
fin_crit_sh: 0.921
max_freq_mhz: 543
final_cell_area_mm2: 0.00196
vdd_drop_max_mv: 0.237
wirelength_um: 2610
rows: 33
warning_count: 25
clock.latency.late_pin_ns: 0.28
dieArea_mm2: 0.0128
worstSetupEndpointType: "primary output"
cts_htree_levels: 2
hold_path.class: "reg2reg"
finClkSkew_ns: 0.00184
path_class: "in2out"
syn_area_per_cell_um2: 25.3
die_y_um: 113
status: "finished clean"
antenna_found_initial: 0
dp_slack_ns: 0.0747
comb_area_um2: 241
final_hold_viol_count: 0
syn_area_mm2: 0.00147
synth_flops: 40
fillCellCount: 813
yosys_area_mm2: 0.00147
drtPass1Iterations: 3
drc: 0
finalSetupTns_ns: 0
finish.utilization: 0.236
hold_slack_ns: 0.623
rsz0062_at_grt: "false"
place.gp.congestion: 0.759
timing.slew.headroom: 0.723
post_drt_via_cell_ratio: 3.54
io_buffers: 23
arrival_ns: 1.44
cts_tree: "built"
r2r_setup_slack_ns: 0.89
powerDensity_mw_per_mm2: 780
cts-root-buf: "clkbuf_8"
min-delay-start: "mem[0][1]"
cp-start-kind: "primary input"
drive_gt1_frac: 0.215
drt.antenna.violating_nets: 0
syn_inst: 58
numCtsBuffers: 5
antennaDiodeCount: 0
postCtsHoldBufs: 0
post_cts_buffers: 0
setup-violations-final: 0
r2r_start: "mem[3][4]"
core_area_mm2: 0.00830
fin_cells: 198
grt_pass1_vias: 743
min_period_ns: 1.84
required_ns: 1.60
fp_util: 0.177
ff_latch_area_mm2: 0.00120
clk_pin_slew_ns: 0.07
synth_cell_type_count: 12
pin_count: 24
cts_buffer_depth: 2
ys_seq_frac: 0.819
vias: 700
cts_sinks: 40
r2r-end: "tdataOut[4]"
cap_viol_max_count: 0
grt_pass1_wl_um: 4010
dieWidth_um: 113
layout_setup_ws_ns: 0.158
wl_per_cell_um: 13.2
grt_overflow: 0
==> layout make-up <==
type                            count  area share
Multi-Input combinational cell     15       0.123
Tap cell                          105      0.0671
Clock buffer                        5      0.0351
Clock inverter                      2     0.00639
Sequential cell                    40       0.613
Timing Repair Buffer               31       0.155
==> worst min-delay path by stage <==
stage                          to  slack (ns)  depth (start not counted)
after global routing  tdataOut[3]        0.65                          1
after CTS             tdataOut[1]        0.63                          1
final                 tdataOut[1]        0.62                          1
==> critical path, cell delays in order <==
cell             delay (ns)
clkdlybuf4s50_1        0.48
nand2b_1               0.11
clkdlybuf4s50_1        0.46
==> routing by layer <==
metal / part of all wire / global-route usage / vias up
li1: - / - / 317
met2: 0.50 / 0.0672 / 30
met3: 0.12 / 0.0294 / 5
met5: 0 / 0 / -
met4: 0.018 / 0.00677 / 0
met1: 0.37 / 0.0421 / 348
==> sequential cells by signal, summed over array words and instances, names as in the netlist <==
name,flops
mem,32
tdataOut,8
==> report_power, final <==
group / total (mW) / internal (mW) / switching, mW
Sequential: 0.947 / 0.943 / 0.00383
Combinational: 0.0985 / 0.0615 / 0.0370
Clock: 0.481 / 0.235 / 0.245
Total: 1.53 / 1.24 / 0.286
==> kinds of logic after synthesis <==
logic type,after synthesis,share of synthesized area
DFF,40,0.819
muxes,8,0.131
and+or+nand+nor,7,0.0341
buffers and inverters,3,0.0162
==> synth_stat cells <==
library cell   n  share of area
nor4_1         1         0.0043
buf_2          1         0.0034
buf_6          1         0.0077
mux4_2         5          0.077
nor4b_1        2          0.012
and2_1         1         0.0043
mux4_1         3          0.054
nand2b_1       1         0.0043
nand2_1        1         0.0026
nor4bb_1       1         0.0068
buf_4          1         0.0051
edfxtp_1      40           0.82
