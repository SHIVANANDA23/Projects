[flow/constraint.sdc]
current_design BUFFER_R

set clk_period 2.3
set clk_io_pct 0.2

create_clock -name clk0 -period $clk_period [get_ports {Clk}]

set non_clock_inputs [all_inputs -no_clocks]
set_input_delay [expr $clk_period * $clk_io_pct] -clock clk0 $non_clock_inputs
set_output_delay [expr $clk_period * $clk_io_pct] -clock clk0 [all_outputs]
[flow/run.sh]
#!/bin/bash
# OpenROAD 26Q1-2900-gdf79404cd8, Yosys 0.63+post, stock flow scripts
make -C /OpenROAD-flow-scripts/flow DESIGN_CONFIG=/design/flow/config.mk WORK_HOME=/design/flow/orfs finish
[flow/config.mk]
export PLATFORM = sky130hd
export DESIGN_NAME = BUFFER_R
export DESIGN_NICKNAME = BUFFER_R
export VERILOG_FILES = /design/flow/design.v
export SDC_FILE = /design/flow/constraint.sdc
export NUM_CORES = 4
export LEC_CHECK = 1
export CORE_AREA = 10 10 105 105
export DIE_AREA = 0 0 115 115
[flow/design.v]
`timescale 1ns / 1ps
`timescale 1ns / 1ps
module BUFFER_R
    (Clk, dataIn, RD, WR, rpaddr, dataOut, Rst, EMPTY);
    input Clk, RD, WR, Rst;
    input [1 : 0] rpaddr;
    output EMPTY;
    input [8 - 1 : 0] dataIn;
    output reg [8 - 1 : 0] dataOut;
    assign EMPTY = (!WR) ? 1'b1 : 1'b0;  
    reg [8 - 1 : 0] mem[3 : 0];
    always @(posedge Clk)
    begin
        if (!Rst)
        begin
            if (WR && !RD)
                mem[rpaddr] = dataIn;  
            else if (RD && !WR)
                dataOut = mem[rpaddr];  
            else
                dataOut = 8'b0;
        end
    end
endmodule
==> flow_summary.ini <==
; yosys + openroad results
[logic_synthesis]
synth.distinct_cells = 14
netlist_area_sq_mm = 0.00152
synth-xor-area-share_pct = 0
synthSimpleGateAreaFrac_pct = 4.19
yosys_area_sq_mm = 0.00152
syn_inst = 78
synthMuxAreaShare_pct = 10.5
postSynthSeqShare_pct = 78.9
ys_top_logic_family = multiplexers
synth.avg_cell_area_sq_um = 19.5
synth_flops = 40
yosys_warnings = 2
fa_ha_area_share_pct = 0
compound_area_share_pct = 3.62
yosys_cells = 78

[final_timing]
period_minus_slack_ps = 1920
finClkSkew_ps = 5.25
setup_violations = 0
fin_setup_tns_ps = 0
slew_viol_final = 0
hold_viol = 0
slew_headroom_pct = 69.2
tightestPinTransition_ps = 461
grt_setup_unrepaired = no
final.period_utilization_pct = 83.4
fmax_mhz = 521

[grt]
use_met2_pct = 7.28
grt_use_met3_pct = 2.48
busiest_layer = met2
grt_pass1_vias = 818
globalRouteTotalUtil_pct = 4.37
use_met1_pct = 4.75
grt-ovfl-total = 0
grt_first_pass_wirelength_um = 4370
grt_max_degree = 14
antenna_found_initial = 0

[worst_setup_path]
ff2ff_setup_slack_ps = 1430
rr_startpoint = mem[1][4]
r2r_cells = 2
critPathMostFrequentCell = clkdlybuf4s50_1
path_class = input port to output pin
crit_path_start_kind = input port
critPathSlowestCell = clkdlybuf4s50_1
crit_cells = 3
crit_path_end_kind = output pin
worstPathArrival_ps = 1460
cp_num_buf_inv = 3
cp_max_fo = 6
startpoint = WR
crit_path_cell_trace = clkdlybuf4s50_1, inv_1, clkdlybuf4s50_1
cp_slowest_stage_delay_ps = 460
rr_endpoint = dataOut[4]
timing.critical_path.to = EMPTY
crit_family = buffers and inverters
required_ps = 1840

[place]
place_hpwl_um = 2100
dp.cells = 210
place.gp.congestion = 0.754
numPortBuffers = 22

[clocking]
clock_sinks = 40
cts-resized-gates = 0
cts.reportedPaths.clkPinSlew_ps = 70
tritoncts = done
htreeDepth = 2
cts_buffers = 5
cts.hold.buffers_added = 0
root_buffer = clkbuf_8
cts_setup_buffers = 0
ctsLongestPathBuffers = 2
clock_latency_ps = 290

[routing]
drt_iter0_drc = 23
antenna_cells = 0
vias = 768
wire_per_inst_um = 13.1
drcViolationCount = 0
drt_wl_total_um = 2860
via_per_inst = 3.52
firstDrtPassIters = 4
antenna_left = 0

[floorplan]
die_y_um = 115
die_area_sq_mm = 0.0132
coreArea_sq_mm = 0.00876
fp_util_pct = 17.4
dieWidth_um = 115
rows = 34
ios = 23

[final_layout]
finalNonFillerCells = 218
comb_area_sq_um = 279
flop_area_sq_mm = 0.00120
syn2layout_area_growth_pct = 30.9
fill_cells = 911
lay_top_count = edfxtp_1
final_cell_mix = 40 x edfxtp_1, 22 x clkdlybuf4s50_1, 16 x mux2i_1
utilization_pct = 22.7
drive_gt1_share_pct = 12.7

[pwr]
p_leak_nw = 0.684
pwr-share-seq_pct = 56.3
combPwrFrac_pct = 6.2
switchingPower_w = 0.000271
power_w = 0.00146
p_clk_share_pct = 37.4
internal_power_w = 0.00119
switching_share_pct = 18.5
power_density_mw_per_mm2 = 735
max-vdd-ir-drop_uv = 254

[job]
warnings = 25
maxCapViolations = 0

[run_status]
status = completed

[min_path]
min_path_type = flop to flop
per-layer routing:
layer	share of wire, %	vias to the layer above
met1	39	363
met4	1.9	0
met2	50	25
met5	0	-
li1	-	376
met3	8.7	4
worst reg2reg max path, cell delays in order (launching register included):
cell,delay (ps)
edfxtp_1,370
mux2i_1,150
o22ai_1,90
logic make-up after synthesis:
logic type | Yosys count
buf+inv | 5
compound gates | 9
mux | 16
flops | 40
simple gates | 8
final cells by class:
| class | count | share of cell area (%) |
|---|---|---|
| clock buffers | 5 | 3.45 |
| clock inverters | 3 | 2.14 |
| inverters | 2 | 0.377 |
| multi-input cells | 33 | 14.0 |
| flip-flops and latches | 40 | 60.3 |
| well taps | 108 | 6.78 |
| repair buffers | 27 | 12.9 |
synthesized netlist by cell type (all sizes together):
library cell / instances / area (sq um)
a21oi: 1 / 5.00
edfxtp: 40 / 1200
nand3b: 1 / 11.3
and2: 1 / 6.26
buf: 3 / 33.8
o22ai: 8 / 50.1
or3b: 1 / 8.76
mux2i: 16 / 160
and3b: 1 / 8.76
nor2b: 1 / 6.26
nor4b: 1 / 8.76
and3: 1 / 6.26
nor3b: 1 / 7.51
inv: 2 / 7.51
power by group through the flow:
stage         clock (W)  combinational (W)  sequential (W)
finish         0.000548          0.0000912        0.000825
CTS            0.000567          0.0000934        0.000825
global route   0.000602          0.0000994        0.000827
how the worst min path moves through the flow:
stage	end	startpoint	cells after the start
final	dataOut[6]	mem[2][6]	2
after CTS	dataOut[6]	mem[2][6]	2
after global routing	dataOut[2]	mem[2][2]	2
flip-flops by register name, summed over array words and instances (netlist names):
name and cells:
dataOut 8, mem 32
stage by stage:
| stage | hold WS, ps | setup slack (ps) | cell area [sq um] |
|---|---|---|---|
| floorplan | 559 | 706 | 1520 |
| global placement | 595 | 245 | 1880 |
| detailed placement | 604 | 197 | 1880 |
| CTS | 613 | 365 | 1990 |
| global route | 645 | 332 | 1990 |
| finish | 606 | 382 | 1990 |
Power and IR drop assume default switching activity.
